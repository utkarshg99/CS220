==> flow/design.v <==
module booth(clk, inp, mtpr, mtpd, done, adds, subs, prod);
    input clk;
    input inp;
    input [31:0] mtpr;
    input [31:0] mtpd;
    output reg done;
    output reg [5:0] adds;
    output reg [5:0] subs;
    output reg [63:0] prod;
    reg signed [63:0] multiplier;
    reg signed [63:0] multiplicand;
    reg [63:0] tmp = 64'b1111111111111111111111111111111111111111111111111111111111111111;
    reg [5:0] pos;
    reg k;
    initial begin
        done <= 1;
    end
    always @(posedge clk) begin
        if (inp == 1) begin
            multiplier <= $signed(mtpr << 1);
            multiplicand <= $signed(mtpd);
            adds <= 0;
            subs <= 0;
            prod <= 0;
            done <= 0;
            pos <= 0;
        end
        else if (pos < 32) begin
            if (multiplier[0] == 1 && multiplier[1] == 0) begin
                adds = adds + 1;
                prod = prod + multiplicand;
            end
            else if (multiplier[1] == 1 && multiplier[0] == 0) begin
                subs = subs + 1;
                prod = prod - multiplicand;
            end
            pos <= pos+1;
            multiplier = multiplier >>> 1;
            multiplicand = multiplicand << 1;
            k = multiplier[0];
            if ((k == 0 && multiplier == 0) || (k == 1 && multiplier == tmp)) begin
                done <= 1;
                pos <= 32;
            end
        end
    end
endmodule
==> flow/run.sh <==
#!/bin/bash
# OpenROAD 26Q1-2900-gdf79404cd8, Yosys 0.63+post, stock flow scripts
make -C /OpenROAD-flow-scripts/flow DESIGN_CONFIG=/design/flow/config.mk WORK_HOME=/design/flow/orfs finish
==> flow/config.mk <==
export PLATFORM = sky130hd
export DESIGN_NAME = booth
export DESIGN_NICKNAME = booth
export VERILOG_FILES = /design/flow/design.v
export SDC_FILE = /design/flow/constraint.sdc
export NUM_CORES = 4
export LEC_CHECK = 1
export CORE_UTILIZATION = 40
==> flow/constraint.sdc <==
current_design booth

set clk_period 18.2
set clk_io_pct 0.2

create_clock -name clk0 -period $clk_period [get_ports {clk}]

set non_clock_inputs [all_inputs -no_clocks]
set_input_delay [expr $clk_period * $clk_io_pct] -clock clk0 $non_clock_inputs
set_output_delay [expr $clk_period * $clk_io_pct] -clock clk0 [all_outputs]
==> qor.txt <==
Post-place setup slack: 11.91 ns
Crit start category: register
HP Class: reg -> reg
Std cell rows: 67
Tool warnings: 41
RSZ-0062 raised after global routing: false
Worst VDD drop: 82.9 µV
Cell with the most instances after synthesis: nand2_1
WL final: 34,700 µm
CP Class: reg -> reg
Cell mode on critical path: nand2_1
Largest area contributor in the netlist: edfxtp_1
Post-CTS Setup Bufs: 0
Via count: 11,300
Clk Tree Root Cell: clkbuf_16
Routed WL per cell: 16.4 µm
# setup viols final: 0
H-tree depth: 1
Slew margin rel.: 0.415
Period utilization: 0.350
Clock input transition at the sequential cells of the worst setup and hold paths: 0.05 ns
Final Core Density: 0.486
Final Hold Viols: 0
Post-synth ARST share: 0
CTS max path bufs: 3
Initial antenna violation count: 0
Design area: 0.0163 mm²
Top cells by count, synth: nand2_1, a21oi_1, edfxtp_1
WP buf/inv: 0
Max Freq: 0.157 GHz
Total CTS buffers: 26
First-pass GRT wire length: 56,900 µm
CP Capture Type: register
Largest net degree at the start of global routing: 62
FF/Latch Area: 0.00550 mm²
Cell Area, Synth: 0.0136 mm²
Top cells by area: edfxtp_1, dfxtp_1, ha_1, a21oi_1, nand2_1
Placer congestion estimate: 0.940
Die height: 186 µm
Placed Area: 0.0154 mm²
Outcome: finished clean
TNS Setup: 0 ns
I/O Buffers: 141
CTS tree: built
Clock sinks: 211
Synth-to-Final Area Change: 19.6%
Clock Skew: 0.0247 ns
Grt total ovfl: 0
Critical path peak fanout: 9
Cell Type Count: 67
Critical Path AT: 6.76 ns
Post-synth seq share: 0.404
Required @ worst endpoint: 18.60 ns
Num ports: 143
Max-cap viol count: 0
First-pass DRT Iterations: 4
Vias in the first global route: 10,800
Logic area: 0.00762 mm²
Worst Tran Pin Value: 0.876 ns
Syn Area/Cell: 8.84 µm²
Yosys reg bits: 211
R2R setup slack: 11.84 ns
Total of fill cells in the finished design: 3,101
Final WS setup: 11.84 ns
Diodes inserted: 0
Slowest CP cell: nor2_1
Core Util at FP: 0.406
Final Max Tran Viols: 0
Avg Vias per Cell: 5.35
Critical Path Max Stage Delay: 0.64 ns
Post-DP HPWL: 25,600 µm
Hold Buf Count CTS: 0
All-Layer GR Usage: 0.208
Yosys stat chip area: 0.0136 mm²
DRT iter0 DRCs: 847
PwrDens: 125 mW/mm²
Die width: 186 µm
Dominant Register Cell: edfxtp_1
Period minus WS final: 6.36 ns
Synth Instances: 1,538
Synth warn: 1
Top delay family on crit path: simple AND/OR/NAND/NOR gates
Yosys stat cell total: 1,538
CP cell instances: nor4_1, nand2_1, nor2_1, nand2_1, nor3_1, nand2_1, nor2_1, a21oi_1, xnor2_1, ha_1, nand4_1, o211ai_1, a21oi_1, nor4_1, nor3b_1, o41ai_1, a41oi_1, o41ai_1, xnor2_1, o21ai_0
Leak Pwr: 6.41 nW
Clock Latency Late Sink: 0.54 ns
DIE AREA: 0.0347 mm²
Layout cell share with drive strength beyond 1: 0.0581
Core Region: 0.0334 mm²
Post-synth EDFFs: 127
Post-CTS Resized: 0
Area leader share: 0.281
Residual DRC count: 0
Post-route ant nets: 0
## kinds of logic (layout without fill, tap and decap cells)
group / count (synthesis) / count (layout) / synth area share
compound gates: 434 / 434 / 0.191
fa+ha+maj: 84 / 84 / 0.0779
mux: 29 / 29 / 0.0237
flops: 211 / 211 / 0.404
simple gates: 519 / 519 / 0.184
xor+xnor: 128 / 128 / 0.0825
buf+inv: 133 / 264 / 0.0369
## report_power, final
part / total (mW) / internal, mW / switching [mW]
clock: 0.499 / 0.297 / 0.202
sequential: 0.668 / 0.589 / 0.0790
combinational: 0.864 / 0.397 / 0.467
total: 2.03 / 1.28 / 0.748
## worst paths after layout
| check | cells past startpoint | endpoint | from |
|---|---|---|---|
| max | 20 | prod[57]$_SDFFE_PP0P_ | multiplicand[4]$_DFFE_PP_ |
| min reg2reg | 2 | prod[23]$_SDFFE_PP0P_ | prod[23]$_SDFFE_PP0P_ |
| max reg2reg | 20 | prod[57]$_SDFFE_PP0P_ | multiplicand[4]$_DFFE_PP_ |
| min | 2 | prod[23]$_SDFFE_PP0P_ | prod[23]$_SDFFE_PP0P_ |
## final cells by class
| type | count | area share |
|---|---|---|
| clock buffers | 36 | 0.0429 |
| clock inverters | 12 | 0.00808 |
| inverters | 59 | 0.0136 |
| multi-input cells | 1194 | 0.469 |
| flip-flops and latches | 211 | 0.338 |
| well taps | 448 | 0.0345 |
| repair buffers | 157 | 0.0943 |
## worst register-to-register path, stage by stage (launching register included)
cell	delay [ns]
edfxtp_1	0.46
nor4_1	0.37
nand2_1	0.09
nor2_1	0.37
nand2_1	0.13
nor3_1	0.52
nand2_1	0.33
nor2_1	0.64
a21oi_1	0.18
xnor2_1	0.21
ha_1	0.36
nand4_1	0.21
o211ai_1	0.17
a21oi_1	0.12
nor4_1	0.41
nor3b_1	0.12
o41ai_1	0.51
a41oi_1	0.32
o41ai_1	0.46
xnor2_1	0.16
o21ai_0	0.08
## per-stage QoR
stage / hold WS (ns) / instances / total power [mW]
global placement: 0.456 / 2069 / 1.54
global route: 0.488 / 2117 / 2.18
finish: 0.479 / 2117 / 2.03
floorplan: 0.416 / 1538 / 1.25
CTS: 0.480 / 2117 / 2.04
detailed placement: 0.466 / 2069 / 1.53
## placed cells by master, fill, tap and decap left out, drive strengths merged, types with 17 or more instances in the layout
| master | n |
|---|---|
| xor2 | 57 |
| nor3 | 27 |
| o21ai | 123 |
| a31oi | 19 |
| inv | 60 |
| mux2 | 26 |
| nand2 | 186 |
| clkdlybuf4s50 | 140 |
| nor4 | 39 |
| xnor2 | 71 |
| edfxtp | 127 |
| nand4 | 44 |
| ha | 83 |
| dfxtp | 84 |
| nand3 | 26 |
| buf | 17 |
| a21oi | 154 |
| nor2 | 113 |
| nand2b | 35 |
| a21o | 54 |
| clkbuf | 36 |
## flip-flops by register name, indices dropped and copies added, names as in the netlist
| register | count |
|---|---|
| multiplicand | 64 |
| multiplier | 64 |
| prod | 64 |
| adds | 6 |
| pos | 6 |
| subs | 6 |
| done | 1 |
## layer usage
layer | GRT usage | share of wire
met5 | 0 | 0
met4 | 0.0362 | 0.019
met3 | 0.0378 | 0.054
met2 | 0.295 | 0.42
met1 | 0.348 | 0.51
No activity file was given, so power comes from the tool's default toggle rates.
