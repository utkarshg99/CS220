<file path="flow/run.sh">
#!/bin/bash
# OpenROAD 26Q1-2900-gdf79404cd8, Yosys 0.63+post, stock flow scripts
make -C /OpenROAD-flow-scripts/flow DESIGN_CONFIG=/design/flow/config.mk WORK_HOME=/design/flow/orfs finish
</file>
<file path="flow/config.mk">
export PLATFORM = sky130hd
export DESIGN_NAME = insmem
export DESIGN_NICKNAME = insmem
export VERILOG_FILES = /design/flow/design.v
export SDC_FILE = /design/flow/constraint.sdc
export NUM_CORES = 4
export LEC_CHECK = 1
export CORE_AREA = 10 10 101 101
export DIE_AREA = 0 0 111 111
</file>
<file path="flow/constraint.sdc">
current_design insmem

set clk_period 3.6
set clk_io_pct 0.2

create_clock -name clk0 -period $clk_period [get_ports {clk}]

set non_clock_inputs [all_inputs -no_clocks]
set_input_delay [expr $clk_period * $clk_io_pct] -clock clk0 $non_clock_inputs
set_output_delay [expr $clk_period * $clk_io_pct] -clock clk0 [all_outputs]
</file>
<file path="flow/design.v">
module insmem(clk, done, icount, rcount, jcount, count3, count4, count5, count6);
    input clk;
    output reg done;
    output reg [2:0] icount;
    output reg [2:0] rcount;
    output reg [2:0] jcount;
    output reg [2:0] count3;
    output reg [2:0] count4;
    output reg [2:0] count5;
    output reg [2:0] count6;
    reg [31:0] insmemory [0:7];
    reg [31:0] pc;
    reg [4:0] counter;
    reg [5:0] opcode;
    reg [4:0] rs;
    reg [4:0] rt;
    reg [4:0] rd;
    reg [4:0] sh;
    reg [5:0] fn;
    reg [15:0] imm;
    reg [25:0] jimm;
    always @(posedge clk) begin
        if(counter < 8) begin
            pc = insmemory[counter];
            opcode = pc[31:26];
            if(opcode == 0) begin
                rcount += 1;
                rs <= pc[25:21];
                rt <= pc[20:16];
                rd = pc[15:11];
                sh <= pc[10:6];
                fn <= pc[5:0];
                if (rd == 3) count3 <= count3+1;
                else if (rd == 4) count4 <= count4+1;
                else if (rd == 5) count5 <= count5+1;
                else if (rd == 6) count6 <= count6+1;
            end
            else if(opcode == 2 || opcode == 3) begin
                jcount += 1;
                jimm = pc[25:0];
            end
            else begin
                icount += 1;
                rs <= pc[25:21];
                rd = pc[20:16];
                imm <= pc[15:0];
                if (rd == 3) count3 <= count3+1;
                else if (rd == 4) count4 <= count4+1;
                else if (rd == 5) count5 <= count5+1;
                else if (rd == 6) count6 <= count6+1;
            end
            counter <= counter+1;
        end
        else done <= 1;
    end
    initial begin
        insmemory[0] <= 32'b00100000000001000011010001010110;  
        insmemory[1] <= 32'b00100000000001011111111111111111;  
        insmemory[2] <= 32'b00000000101001000011000000100000;  
        insmemory[3] <= 32'b00100000000000110000000000000111;  
        insmemory[4] <= 32'b00000000110000110011000000000100;  
        insmemory[5] <= 32'b00000000000000110001100001000010;  
        insmemory[6] <= 32'b10001100100001011001101010111100;  
        insmemory[7] <= 32'b00001000000100100011010001010110;  
        pc <= 0;
        counter <= 0;
        icount <= 0;
        rcount <= 0;
        jcount <= 0;
        count3 <= 0;
        count4 <= 0;
        count5 <= 0;
        count6 <= 0;
    end
endmodule
</file>
==> flow_metrics.env <==
# implementation run metrics
export IMPL_switching_share_pct=16.41
export IMPL_pin_count=23
export IMPL_drv_slew=0
export IMPL_cts_resized=0
export IMPL_ys_cells=92
export IMPL_warnings=30
export IMPL_postCtsSetupBuffers=0
export IMPL_grt_pass1_wl_mm=3.788
export IMPL_synth_area_mm2=0.001304
export IMPL_rsz0062_at_grt="false"
export IMPL_first_iter_violations=71
export IMPL_finish_instance_area_mm2=0.001704
export IMPL_p_clk_share_pct=42.5
export IMPL_fmax_mhz=405.9
export IMPL_vias_per_cell=3.423
export IMPL_ys_ff=26
export IMPL_place_gp_congestion=0.8662
export IMPL_path_clk_slew_ns=0.09
export IMPL_grt_usage_pct=3.661
export IMPL_num_antenna_cells=0
export IMPL_skew_ns=0.003600
export IMPL_die_x_um=111
export IMPL_holdBufCountCts=0
export IMPL_design_core_area_mm2=0.008134
export IMPL_cp_end_kind="flop"
export IMPL_ys_async_sr_fraction_pct=0
export IMPL_antenna_found_initial=0
export IMPL_crit_path_start_kind="flop"
export IMPL_synth_cell_types=32
export IMPL_ys_warn_count=1
export IMPL_dr_pass1_iters=4
export IMPL_cts_buffers=3
export IMPL_numPortBuffers=21
export IMPL_syn_avg_cell_area_um2=14.17
export IMPL_worst_endpoint_arrival_ns=2.42
export IMPL_route_detailed_drc=0
export IMPL_dr_total_vias=753
export IMPL_top_cells_by_count="edfxtp_1, ha_1, inv_1, xor2_1"
export IMPL_grt_pass1_vias=738
export IMPL_p_sw_w=0.00009345
export IMPL_pwr_share_seq_pct=57.5
export IMPL_syn_to_final_growth_pct=30.71
export IMPL_hp_class="flop to flop"
export IMPL_peakVddDrop_mv=0.1076
export IMPL_edf_count=26
export IMPL_outcome="complete, no violations"
export IMPL_dp_hpwl_mm=1.743
export IMPL_area_leaders="edfxtp_1, ha_1, xor2_1, inv_1, a22o_1"
export IMPL_tightest_slew_ns=0.6785
export IMPL_clock_latency_ns=0.27
export IMPL_finalSetupViolations=0
export IMPL_maxCapViolations=0
export IMPL_combPwrFrac_pct=0
export IMPL_routed_wl_mm=2.335
export IMPL_grt_overflow=0
export IMPL_min_period_ns=2.464
export IMPL_fin_crit_sh_pct=68.44
export IMPL_root_buffer="clkbuf_8"
export IMPL_fp_util_pct=16.03
export IMPL_criticalPathCategory="flop to flop"
export IMPL_cts_buffer_depth=2
export IMPL_h_tree_depth=1
export IMPL_netlist_instances=92
export IMPL_die_y_um=111
export IMPL_hold_viol=0
export IMPL_rows=33
export IMPL_final_antenna_net_count=0
export IMPL_dieArea_mm2=0.01232
export IMPL_top_area_share_pct=59.88
export IMPL_p_int_w=0.0004760
export IMPL_drive_gt1_share_pct=6.957
export IMPL_ff_type="edfxtp_1"
export IMPL_grt_max_degree=16
export IMPL_largest_area_cell="edfxtp_1"
export IMPL_top_cell="edfxtp_1"
export IMPL_cts_num_sinks=26
export IMPL_ys_seq_share_pct=59.88
export IMPL_cts_tree="done"
export IMPL_slew_headroom_pct=54.35
export IMPL_cp_data_required_time_ns=3.55
export IMPL_ys_chip_area_mm2=0.001304
export IMPL_fin_tns_setup_ns=0
export IMPL_p_leak_nw=0.7113
export IMPL_placed_area_mm2=0.001633
export IMPL_critPathMaxFanout=10
export IMPL_wl_per_cell_um=10.61
export IMPL_p_per_area_mw_per_mm2=334.2
export IMPL_power_w=0.0005695
stage by stage:
stage / cells / setup slack [ns] / hold slack (ns) / utilization, %
floorplan: 92 / 1.417 / 0.5128 / -
global placement: 216 / 1.272 / 0.5510 / 20.07
detailed placement: 216 / 1.198 / 0.5607 / 20.07
CTS: 220 / 1.161 / 0.5838 / 20.95
global route: 220 / 1.038 / 0.5951 / 20.95
finish: 220 / 1.136 / 0.5747 / 20.95
power by group through the flow:
stage	registers, W	logic (W)	clock network [W]
global route	0.000327	0.000000118	0.000262
finish	0.000327	0.0000000452	0.000242
CTS	0.000327	0.0000000822	0.000252
registers in the layout (all words and copies together) (netlist names):
name     flops
count3       3
icount       3
rcount       3
counter      5
jcount       3
count6       3
count5       3
count4       3
critical path: stages (launching register included):
cell	delay (ns)
edfxtp_1	0.54
ha_1	0.39
ha_1	0.29
or4b_1	0.44
a22o_1	0.19
a21oi_1	0.29
final timing paths:
kind	slack (ns)	startpoint	endpoint	cells past startpoint
setup / recovery	1.14	counter[1]$_DFFE_PP_	count4[2]$_DFFE_PP_	5
hold / removal	0.57	count4[1]$_DFFE_PP_	count4[1]$_DFFE_PP_	1
setup reg to reg	1.14	counter[1]$_DFFE_PP_	count4[2]$_DFFE_PP_	5
hold reg to reg	0.57	count4[1]$_DFFE_PP_	count4[1]$_DFFE_PP_	1
cell families after synthesis:
group	count (synthesis)	share of synthesized area [%]
and+or+nand+nor	17	9.502
muxes	1	0.7678
buffers and inverters	15	4.702
AOI/OAI and AO/OA	9	5.375
adders and majority gates	14	13.44
other	1	0.2876
DFF	26	59.88
xor gates and xnor gates	9	6.046
layer usage:
layer	global-route usage (%)	up-vias	share of wire (%)
met2	5.542	29	44
met3	1.423	2	8.7
met4	0.8681	0	0.64
li1	-	376	-
met5	0	-	0
met1	4.834	346	46
layout by cell type, fill, tap and decap left out, drive strengths merged, types with 2 or more instances in the layout:
master,n
a21oi,2
a22o,2
and2,2
clkbuf,3
clkdlybuf4s50,21
edfxtp,26
ha,14
inv,13
nand3,2
nor4,3
xnor2,2
xor2,7
area by class of cell:
class | count | area, µm²
sequential | 26 | 780.7
multi-input combinational | 51 | 461.7
clock buffer | 3 | 41.29
timing repair buffer | 21 | 210.2
inverter | 13 | 48.80
clock inverter | 1 | 30.03
fill | 860 | 6430
tap | 105 | 131.4
Power figures rest on the tool's default switching activity, not on a simulated workload.
