==> design.v <==
module dram(clk, input_valid, rno, output_bit, y);
input clk, input_valid;
input [3:0] rno;
output reg output_bit;
output reg [31:0] y;
reg active=0;
reg [3:0] ropen;
reg [31:0] regfl [0:15];
reg [1:0] current=0;
initial begin
output_bit=1'b0;
regfl[0]<=0;
regfl[1]<=1;
regfl[2]<=2;
regfl[3]<=3;
regfl[4]<=4;
regfl[5]<=5;
regfl[6]<=6;
regfl[7]<=7;
regfl[8]<=8;
regfl[9]<=9;
regfl[10]<=10;
regfl[11]<=11;
regfl[12]<=12;
regfl[13]<=13;
regfl[14]<=14;
regfl[15]<=15;
end
always @(posedge clk) begin
    if(input_valid==1) begin
        output_bit<=1'b0;
        if(active==0) begin
            active<=1;
            ropen<=rno;
            y<=regfl[rno];
            current=1;
        end
        else if(ropen==rno) begin
            y<=regfl[ropen];
            current=0;
        end
        else begin
            ropen<=rno;
            y<=regfl[rno];
            current=2;
        end
    end
    if(current==0) begin
        output_bit<=1'b1;
    end
    else begin
        current<=current-1;
    end
end
endmodule
==> run.sh <==
#!/bin/bash
# OpenROAD 26Q1-2900-gdf79404cd8, Yosys 0.63+post, stock flow scripts
make -C /OpenROAD-flow-scripts/flow DESIGN_CONFIG=/design/flow/config.mk WORK_HOME=/design/flow/orfs finish
==> config.mk <==
export PLATFORM = sky130hd
export DESIGN_NAME = dram
export DESIGN_NICKNAME = dram
export VERILOG_FILES = /design/flow/design.v
export SDC_FILE = /design/flow/constraint.sdc
export NUM_CORES = 4
export LEC_CHECK = 1
export CORE_AREA = 10 10 77 77
export DIE_AREA = 0 0 87 87
==> constraint.sdc <==
current_design dram

set clk_period 2.5
set clk_io_pct 0.2

create_clock -name clk0 -period $clk_period [get_ports {clk}]

set non_clock_inputs [all_inputs -no_clocks]
set_input_delay [expr $clk_period * $clk_io_pct] -clock clk0 $non_clock_inputs
set_output_delay [expr $clk_period * $clk_io_pct] -clock clk0 [all_outputs]
==> qor.log <==
INFO  outcome        run_status=completed
INFO  yosys          synth-seq-area-share=49.25%
INFO  die            coreArea=4354um^2
INFO  power          vdd_ir_drop_max=196.1uV
INFO  yosys          synth_cell_type_count=16
INFO  power          power.static_leakage=0.3161nW
INFO  power          p_per_area=627.5nW/um^2
INFO  flow_run       timing.max_cap.violations=0
INFO  critical_path  crit_arrival=1.83ns
INFO  detailed_routing route.final.wire_length=1075um
INFO  cells_and_area mostFrequentLayoutCells=29 x conb_1, 10 x clkdlybuf4s50_1, 9 x edfxtp_1
INFO  global_routing grt_start_max_net_pins=11
INFO  sta            timing.clock.skew=0.003005ns
INFO  critical_path  cp_slowest_stage_delay=0.47ns
INFO  die            die_h=87um
INFO  detailed_routing post-route-drc-count=0
INFO  global_routing number_of_antenna_violations_at_the_first_check_in_global_routing=0
INFO  die            floorplan.initialDensity=15.40%
INFO  cells_and_area drive_above_1_share=8.451%
INFO  yosys          netlist_top_cells_area=edfxtp_1 40%, buf_4 31%, dfxtp_1 9.0%
INFO  critical_path  worst-setup-path-type=primary input to flop
INFO  die            die_area=7569um^2
INFO  clock_network  cts-buffers-inserted=3
INFO  cells_and_area sequential_cell_area=330.3um^2
INFO  clock_network  post-cts-setup-buffer-count=0
INFO  detailed_routing detail_routed_net_length_per_standard_cell=8.740um
INFO  clock_network  cts_repair_resize_count=0
INFO  yosys          syn_inst=61
INFO  critical_path  maximum_fanout_count_along_the_critical_path=4
INFO  critical_path  worst_setup_path_start_kind=primary input
INFO  worst_hold_path min_path_type=flop to flop
INFO  detailed_routing route.vias.total=318
INFO  cells_and_area fill_cells=463
INFO  critical_path  cp_cell_sequence=clkdlybuf4s50_1, xor2_1, nor4_2, a21boi_0, buf_4
INFO  critical_path  critical_path.slowest_cell=clkdlybuf4s50_1
INFO  flow_run       log.warning_count=25
INFO  yosys          yosys-stat-area=670.6um^2
INFO  sta            final.setup.tns=0ns
INFO  clock_network  clk_path_buf_depth=2
INFO  die            pin_count=39
INFO  detailed_routing detail_route.iter0.violations=10
INFO  cells_and_area final_common_cell=conb_1
INFO  clock_network  cts.sink_count=12
INFO  clock_network  clock.latency.late_pin=0.24ns
INFO  sta            rsz0062_at_grt=false
INFO  place          buffers_added_on_ports=10
INFO  global_routing track_usage=2.708%
INFO  sta            hold-worst-slack=0.4490ns
INFO  critical_path  end_kind=flop
INFO  critical_path  worst-endpoint-required=2.50ns
INFO  yosys          syn-cell-area=670.6um^2
INFO  cells_and_area layout.core_utilization=17.64%
INFO  critical_path  cpLargestDelayFamily=buffers and inverters
INFO  yosys          synth.top_cell.area_share=40.30%
INFO  clock_network  cts.reportedPaths.clkPinSlew=0.05ns
INFO  detailed_routing final_antenna_violating_net_count=0
INFO  clock_network  tritoncts=yes
INFO  critical_path  setup.reg_to_reg.worst_slack=1.06ns
INFO  sta            slew_viol_final=0
INFO  clock_network  clk_root_buffer_cell=clkbuf_8
INFO  die            core.rowCount=24
INFO  clock_network  cts.hold.buffers_added=0
INFO  yosys          yosys-stat-cells=61
INFO  place          gpl.final_weighted_congestion=0.7036
INFO  global_routing grt_pass1_wl=1704um
INFO  critical_path  cp.buffers_inverters=2
INFO  yosys          numSynthFlops=12
INFO  sta            final_hold_viol_count=0
INFO  sta            fin_crit_sh=73.15%
INFO  sta            fmax=546.8MHz
INFO  global_routing grt.overflow.total=0
INFO  die            die_width=87um
INFO  detailed_routing firstDrtPassIters=2
INFO  yosys          ys.warnings.count=1
INFO  detailed_routing avgViaCountPerCell=2.585
INFO  yosys          yosys.area.top_type=edfxtp_1
INFO  global_routing first_global_vias=389
INFO  detailed_routing antenna-diode-count=0
INFO  cells_and_area area.growth.synth_to_final=14.55%
INFO  cells_and_area multi_input_comb_area=206.4um^2
INFO  yosys          avgSynthCellArea=10.99um^2
INFO  sta            finalWorstPathRequiredPeriod=1.829ns
INFO  sta            final-setup-viol-count=0
INFO  clock_network  number_of_h_tree_branching_levels=1
[cell usage after synthesis (all sizes together)]
master and count:
a21boi 1, o2bb2ai 1, conb 2, buf 28, o22ai 1, edfxtp 9, nand2 1, and2 1
xor2 4, nand2b 1, dlygate4sd3 1, dfxtp 3, clkbuf 3, nor4 1, inv 1, nor2 3
[worst paths after layout]
check,start,to,cells after the start
worst max-delay path,rno[1],ropen[1],5
worst min-delay path,current[0],current[1],2
worst max register to register,ropen[1],ropen[1],4
worst min register to register,current[0],current[1],2
[cells by family after synthesis]
kind of cell	share of synthesized area (%)
buf+inv	35.07
flops	49.25
simple gates	5.970
xor+xnor	5.223
compound gates	3.359
other cells	1.120
[per-layer routing]
metal  wire (um)  GRT usage (%)
met2         449          4.197
met5           0              0
met4           0         0.1473
met3         129          1.604
met1         496          3.327
[per-stage QoR]
stage | total power [mW] | area [um^2] | worst slack [ns] | cells
2_1_floorplan | 0.2819 | 772.0 | 1.016 | 88
6_report | 0.4821 | 768.2 | 0.6712 | 123
4_1_cts | 0.4896 | 768.2 | 0.6694 | 123
3_5_place_dp | 0.2811 | 713.2 | 0.4322 | 119
3_3_place_gp | 0.2811 | 713.2 | 0.4029 | 119
5_1_grt | 0.5043 | 768.2 | 0.4916 | 123
[registers in the layout (all words and copies together) (netlist names)]
register	count
ropen	4
current	2
active	1
y	4
output_bit	1
[power breakdown]
group | switching, mW | internal [mW]
logic | 0.0164 | 0.0245
clock network | 0.0680 | 0.139
registers | 0.00507 | 0.229
[area by class of cell]
cell class	count	share of cell area, %
well taps	52	8.469
clock buffers	4	7.166
repair buffers	11	14.01
multi-input cells	43	26.87
inverters	1	0.4886
flip-flops and latches	12	43.00
[worst min-delay path, cell delays in order (launching register included)]
cell and delay [ns]:
dfxtp_1 0.32, inv_1 0.05, nor2_1 0.03
Power and IR drop assume default switching activity.
